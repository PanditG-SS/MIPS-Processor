==> flow/design.v <==
`timescale 1ns / 1ps
`timescale 1ns / 1ps
module Control_state(clk, PC, state
    );
   input clk;
   	input[7:0] PC;
	output reg[2:0] state;
	always @ (posedge clk) begin
	   	if ((PC<11)&&(state==5))begin
         		state<=0;
		end
		else if(state!=6)begin
		   		state<=state+1'b1;
		end
	end
   initial begin
	   	state<=0;
	end
endmodule
`timescale 1ns / 1ps
`timescale 1ns / 1ps
module Executer(clk, state, rsourcev, rtempv,opcode, immediate_value, value_function, PC, result, is_valid
    );
   	input clk;
	input[2:0] state;
	input[5:0] opcode;	
	input[15:0] immediate_value;
	input[5:0] value_function;
	input[7:0] rsourcev;
	input[7:0] rtempv;
	output reg [7:0] PC;
	output reg [7:0] result;
	output reg is_valid;
	always @ (posedge clk) begin
	   	if (state == 3) begin
		   	if ((opcode ==6'h0)&&(value_function== 6'h21)) begin
			   	result <= rsourcev + rtempv;
				is_valid <= 1;
				PC <= PC+1;
			end
			else if ((opcode ==6'h0)&&(value_function== 6'h2a)) begin
			   	result <=($signed(rsourcev)<$signed(rtempv)) ? 8'd1 : 8'd0;
				is_valid <= 1;
				PC <= PC+1;
			end
            else if (opcode ==6'h4) begin
			   	PC <= ((rsourcev == rtempv) ? (PC+immediate_value[7:0]) :(PC+1));
				is_valid <= 0;
			end
			else if (opcode== 6'h5) begin
			   	PC <= ((rsourcev != rtempv) ? (PC+immediate_value[7:0]) :(PC+1));
				is_valid <= 0;
			end
			else if (opcode ==6'h9) begin
			   	result <= rsourcev +immediate_value[7:0];
				PC <= PC+1;
				is_valid <= 1;
			end
            else if (opcode ==6'h23) begin
			   	result <= rsourcev +immediate_value[7:0];
				PC <= PC+1;
				is_valid <= 1;
			end
			else begin  
				PC <= PC+1;
			   	is_valid <= 0;
			end
		end
	end
    initial begin
	   	is_valid = 0;
		PC = 0;
	end
endmodule
`timescale 1ns / 1ps
`timescale 1ns / 1ps
 module MIPS(clk,led_output);
   	input clk;
	output reg[7:0] led_output;
	wire[2:0]  state;
	wire[4:0]  rs;
	wire[4:0]  rtemp;
	wire[4:0] rd;
	wire[5:0] func;
	wire[5:0] opcode;
   		wire[15:0] immediate_value;
	wire[31:0] PC;
	wire[7:0] result;
	wire is_valid;
	wire[7:0] rsourcev;
	wire[7:0] rtempv;
	wire[7:0] value_to_load;
   always @ (posedge clk) begin
	   	if (state == 6) begin
		   	led_output <= rsourcev;  
		end
	end
	Control_state uut1(clk, PC, state);
	memory uut2(clk, state, result,(opcode != 6'h23) ? 2'h2:2'h0, value_to_load);
	fetch_instructionIFID uut3(clk, state, PC, opcode, rsource, rtemp, rd, immediate_value, func);
   	Regfile uut4(clk, state, rsource, rtemp, (opcode == 6'h0) ? rd : rtemp, (opcode != 6'h23) ?  result: value_to_load, is_valid, rsourcev, rtempv);
	Executer uut5(clk, state,rsourcev, rtempv, opcode, immediate_value, func, PC, result, is_valid);
endmodule
`timescale 1ns / 1ps
`timescale 1ns / 1ps
module Regfile(clk, state, rsource, rtemp, rdestination, result, result_valid, rsourcev, rtempv
    );
    input clk,result_valid;
	input[4:0] rsource;
	input[4:0] rtemp;
	input[4:0] rdestination;
	input[2:0] state;
	input[7:0] result;
	output reg[7:0] rsourcev;
	output reg[7:0] rtempv;
	reg[7:0] RegisterFile [0:31];
	always @ (posedge clk) begin
        if (state == 6) begin
		   	rsourcev <= RegisterFile[4];
		end
	   	else if (state==2) begin
		   	rsourcev<=RegisterFile[rsource];
			rtempv<=RegisterFile[rtemp];
		end
		else if ((result_valid == 1)&&(state==5)) begin
		   	RegisterFile[rdestination] <= result;
		end
	end
	initial begin
	   	RegisterFile[0] = 0;
		RegisterFile[1] = 0;
		RegisterFile[2] = 0;
		RegisterFile[3] = 0;
		RegisterFile[4] = 0;
		RegisterFile[5] = 0;
		RegisterFile[6] = 0;
		RegisterFile[7] = 0;
		RegisterFile[8] = 0;
		RegisterFile[9] = 0;
		RegisterFile[10] = 0;
		RegisterFile[11] = 0;
		RegisterFile[12] = 0;
		RegisterFile[13] = 0;
		RegisterFile[14] = 0;
		RegisterFile[15] = 0;
		RegisterFile[16] = 0;
		RegisterFile[17] = 0;
		RegisterFile[18] = 0;
		RegisterFile[19] = 0;
		RegisterFile[20] = 0;
		RegisterFile[21] = 0;
		RegisterFile[22] = 0;
		RegisterFile[23] = 0;
		RegisterFile[24] = 0;
		RegisterFile[25] = 0;
		RegisterFile[26] = 0;
		RegisterFile[27] = 0;
		RegisterFile[28] = 0;
		RegisterFile[29] = 0;
		RegisterFile[30] = 0;
		RegisterFile[31] = 0;
	end
endmodule
`timescale 1ns / 1ps
`timescale 1ns / 1ps
module fetch_instructionIFID(clk, state, PC, opcode, rsource, rtemp, rdestination, immediate_value, value_func
    );
   	input clk;
	input[2:0] state;
	input[31:0] PC;
	output reg [5:0] opcode;
	output reg [4:0] rsource;
	output reg [4:0] rtemp;
	output reg [4:0] rdestination;
	output reg [15:0] immediate_value;
	output reg [5:0] value_func;
    reg [31:0] instruction;
	reg [31:0] i_memory [0:10];
	always @ (posedge clk) begin
	   	if (state == 0) begin
		   	instruction <= i_memory[PC];
		end 
        else if (state == 1) begin
		   	opcode <= instruction[31:26];
			rsource <= instruction[25:21];
			rtemp <= instruction[20:16];
			rdestination <= instruction[15:11];
			immediate_value <= instruction[15:0];
			value_func <= instruction[5:0];
		end
	end
    initial begin
		instruction = 0;
		i_memory[0] =32'b10001100000000010000000000000000;
		i_memory[1] =32'b10001100000000100000000000000001;
		i_memory[2] =32'b10001100000000110000000000000010;
		i_memory[3] =32'b00100100000001000000000000000000;
		i_memory[4] =32'b00100100001001010000000000000000;
		i_memory[5] =32'b00000000101000100011000000101010;
		i_memory[6] =32'b00010000110000000000000000000101;
		i_memory[7] =32'b00000000100001010010000000100001;
		i_memory[8] =32'b00000000101000110010100000100001;
		i_memory[9] =32'b00000000101000100011000000101010;
		i_memory[10] =32'b00010100110000001111111111111101;
	end
endmodule
`timescale 1ns / 1ps
`timescale 1ns / 1ps
module memory(clk, state, address, operation, load_value
    );
   input clk;
   input[31:0] address;
	input[2:0] state;
    input[1:0] operation;
	reg[7:0] data_mem [0:2];
	output reg[7:0] load_value;
	always @ (posedge clk) begin
	   	if (state == 4) begin
		   	if (operation == 2'h0) begin
			   	load_value <= data_mem[address];
			end
		end
	end
	initial begin
	   	data_mem[0] = 8'b11111101;  
		data_mem[1] = 8'b00000101;  
		data_mem[2] = 8'b00000011;  
	end
endmodule
==> flow/run.sh <==
#!/bin/bash
# OpenROAD 26Q1-2900-gdf79404cd8, Yosys 0.63+post, stock flow scripts
make -C /OpenROAD-flow-scripts/flow DESIGN_CONFIG=/design/flow/config.mk WORK_HOME=/design/flow/orfs finish
==> flow/config.mk <==
export PLATFORM = sky130hd
export DESIGN_NAME = MIPS
export DESIGN_NICKNAME = MIPS
export VERILOG_FILES = /design/flow/design.v
export SDC_FILE = /design/flow/constraint.sdc
export NUM_CORES = 4
export LEC_CHECK = 1
export CORE_UTILIZATION = 50
==> flow/constraint.sdc <==
current_design MIPS

set clk_period 6.2
set clk_io_pct 0.2

create_clock -name clk0 -period $clk_period [get_ports {clk}]

set non_clock_inputs [all_inputs -no_clocks]
set_input_delay [expr $clk_period * $clk_io_pct] -clock clk0 $non_clock_inputs
set_output_delay [expr $clk_period * $clk_io_pct] -clock clk0 [all_outputs]
==> impl_metrics.py <==
# Synthesis and PnR figures
metrics = {
    "yosys": {
        "synth-async-reset-ratio_pct": 0,
        "ys_sh_xor_pct": 3.18,
        "synth_cell_types": 52,
        "ys_warn_count": 12,
        "synthTopLogicFamily": "multiplexers",
        "syn-instance-count": 496,
        "largest_area_cell": "edfxtp_1",
        "yosys-top-cells-area": "edfxtp_1 59%, ha_1 7.5%, mux4_2 5.2%",
        "yosys-top-cells-count": "136 x edfxtp_1, 41 x ha_1, 32 x a21oi_1",
        "top_cell": "edfxtp_1",
        "edf_count": 136,
        "synth_flops": 140,
        "avgSynthCellArea_um2": 13.9,
        "synthAdderAreaFrac_pct": 8.32,
        "yosysCellCount": 496,
        "mux_share_pct": 8.80,
        "synthFlopType": "edfxtp_1",
        "simple_gate_share_pct": 8.65,
        "yosys_area_mm2": 0.00688,
        "yosysTopAreaCellShare_pct": 59.3,
        "syn_area_mm2": 0.00688,
        "aoi_share_pct": 7.85,
        "ys_seq_share_pct": 60.5,
    },
    "worst_setup_path": {
        "setup.worst_path.end_class": "register",
        "r2r-start": "uut4.rsourcev[4]",
        "cp-start-kind": "register",
        "worstPathRequired_ps": 6340,
        "cp.arrival_ps": 2790,
        "worstSetupPathType": "register to register",
        "reg2reg_slack_ps": 3550,
        "reg2regPathDepth": 6,
        "r2r_end": "uut5.PC[2]",
        "worstPathMaxFanout": 16,
    },
    "clocking": {
        "clkTransAtPathRegs_ps": 60,
        "htreeDepth": 4,
        "clock.latency.late_pin_ps": 410,
        "cts-resized-gates": 0,
        "hold_buffers": 0,
        "numCtsBuffers": 17,
        "clock_sinks": 140,
        "post_cts_buffers": 0,
        "clockBufferDepth": 2,
        "ctsRootBufferMaster": "clkbuf_16",
        "cts_tree": "done",
    },
    "routing": {
        "drtPass1Iterations": 4,
        "n_antenna_cell": 0,
        "drc": 0,
        "drtIter0Drc": 338,
        "avgViaCountPerCell": 5.76,
        "drtAntennaViolNets": 0,
        "num_vias": 4053,
        "wire_per_inst_um": 19.7,
        "routed_wl_um": 13900,
    },
    "final_timing": {
        "fmax_mhz": 378,
        "hold_violations": 0,
        "finClkSkew_ps": 6.87,
        "finalSetupViolCount": 0,
        "worst_pin_slew_ps": 937,
        "period_used_pct": 42.7,
        "relSlewSlack_pct": 37.4,
        "setup_tns_ps": 0,
        "period_needed_ps": 2650,
        "drv_slew": 0,
        "rsz0062_at_grt": "false",
    },
    "finish": {
        "ff_latch_area_mm2": 0.00416,
        "final_cells": 704,
        "nFillCells": 1043,
        "area_growth_pct": 13.1,
        "final_layout_size_suffix_gt1_share_pct": 14.2,
        "comb_area_mm2": 0.00254,
    },
    "place": {
        "post-dp-hpwl_um": 9510,
        "port_buffers": 8,
        "place_inst": 672,
        "place_congestion": 0.973,
    },
    "power_and_ir_drop": {
        "ir_drop_v": 0.000181,
        "leakage_nw": 3.02,
        "netSwitchingFraction_pct": 18.7,
        "p_comb_share_pct": 0,
        "p_int_mw": 1.66,
        "power_density_mw_per_mm2": 262,
        "p_seq_share_pct": 50.1,
        "power.clock.fraction_pct": 49.9,
        "p_sw_mw": 0.382,
    },
    "run": {
        "openroad.warnings": 41,
        "max-cap-violations": 0,
    },
    "floorplanning": {
        "initCoreUtil_pct": 51.6,
        "die_h_um": 119,
        "chip_area_mm2": 0.0142,
        "ios": 9,
        "fp.coreArea_mm2": 0.0133,
        "dieWidth_um": 119,
        "rows": 42,
    },
    "global_route": {
        "grt_pass1_vias": 4152,
        "antenna_found_initial": 1,
        "gr-total-overflow": 0,
        "grt_pass1_wl_um": 22500,
        "grt_usage_pct": 23.1,
        "grt_max_degree": 22,
    },
    "min_path": {
        "worstHoldStart": "uut3.instruction[28]",
        "holdPathEnd": "uut3.value_func[2]",
        "min_path_cells": 0,
        "holdCritPathClass": "register to register",
    },
    "status": {
        "status": "complete, no violations",
    },
}
logic make-up after synthesis:
group | count (synthesis)
multiplexers | 39
adder cells (fa/ha/maj) | 44
AND/OR/NAND/NOR | 114
XOR/XNOR | 25
AND-OR/OR-AND | 88
flip-flops | 140
buffers and inverters | 46
flip-flops by register name (all words and copies together), names as in the netlist, named ones only:
| name | flops |
|---|---|
| led_output | 8 |
| uut1.state | 3 |
| uut2.load_value | 3 |
| uut3.instruction | 14 |
| uut3.opcode | 3 |
| uut3.rdestination | 2 |
| uut3.rsource | 1 |
| uut3.rtemp | 3 |
| uut3.value_func | 5 |
| uut4.RegisterFile | 64 |
| uut4.rsourcev | 8 |
| uut4.rtempv | 8 |
| uut5.PC | 8 |
| uut5.is_valid | 1 |
| uut5.result | 8 |
cell type report:
class	count	area share, %
Tap cell	176	2.83
Multi-Input combinational cell	310	32.6
Clock inverter	13	2.12
Clock buffer	19	5.56
Inverter	27	1.30
Sequential cell	140	53.5
Timing Repair Buffer	19	2.09
per-layer routing:
layer  routed length (um)  track usage [%]  vias up
li1                     -                -     1925
met1                 5340             32.8     1930
met2                 6910             35.8      183
met3                 1480             11.2       15
met4                  176             3.05        0
met5                    0                0        -
critical path, stage by stage (launching register included):
cell and delay (ps):
edfxtp_1 440, ha_1 430, nand4_1 220, or3_1 400, a2111o_1 660, nor2_1 180
a31oi_1 50
power by group through the flow:
| stage | Sequential, mW | Combinational, mW | Clock (mW) |
|---|---|---|---|
| 5_1_grt | 1.02 | 0.00000113 | 1.08 |
| 6_report | 1.02 | 0.00000113 | 1.02 |
| 4_1_cts | 1.02 | 0.00000113 | 1.04 |
placed cells by master (no fill, tap or decap), types with 11 or more instances in the layout:
cell	Yosys	final
a21oi_1	32	32
buf_4	0	11
clkbuf_16	0	17
edfxtp_1	136	136
ha_1	41	41
inv_1	27	27
mux2_2	12	12
mux2i_1	11	11
mux4_2	16	16
nand2_1	31	31
nor2_1	28	28
o21ai_0	12	12
xnor2_1	17	17
per-stage QoR:
stage	power, mW	hold WS (ps)	worst slack [ps]	util [%]	cell area [um2]
floorplan	1.04	400	3840	-	6880
CTS	2.06	419	3560	58.3	7780
finish	2.04	417	3550	58.3	7780
global placement	1.04	401	3630	53.8	7190
global route	2.10	422	3450	58.3	7780
detailed placement	1.04	405	3620	53.8	7190
how the worst max path moves through the flow:
stage | from | end | cells past startpoint
4_1_cts | uut4.rsourcev[4] | uut5.PC[4] | 6
5_1_grt | uut4.rsourcev[4] | uut5.PC[2] | 6
6_report | uut4.rsourcev[4] | uut5.PC[2] | 6
Power is estimated from default activity; no workload was simulated.
